**run.sh**
```bash
#!/bin/bash
# OpenROAD 26Q1-2900-gdf79404cd8, Yosys 0.63+post, stock flow scripts
make -C /OpenROAD-flow-scripts/flow DESIGN_CONFIG=/design/flow/config.mk WORK_HOME=/design/flow/orfs finish
```
**config.mk**
```make
export PLATFORM = sky130hd
export DESIGN_NAME = robber_language
export DESIGN_NICKNAME = robber_language
export VERILOG_FILES = /design/flow/design.v
export SDC_FILE = /design/flow/constraint.sdc
export NUM_CORES = 4
export LEC_CHECK = 1
export CORE_AREA = 10 10 97 97
export DIE_AREA = 0 0 107 107
```
**constraint.sdc**
```tcl
current_design robber_language

set clk_period 3.1
set clk_io_pct 0.2

create_clock -name clk0 -period $clk_period [get_ports {clk}]

set non_clock_inputs [all_inputs -no_clocks]
set_input_delay [expr $clk_period * $clk_io_pct] -clock clk0 $non_clock_inputs
set_output_delay [expr $clk_period * $clk_io_pct] -clock clk0 [all_outputs]
```
**design.v**
```verilog
module robber_language(
	               input wire          clk,
	               input wire          reset_l,
                       input wire [7 : 0]  data_in,
	               input wire          data_in_valid,
	               input wire          init,
	               input wire          encdec,
		       output wire         busy,
	               output wire [7 : 0] data_out,
	               output wire         data_out_valid
	              );
  parameter  DOUT_DIN  = 0;
  parameter  DOUT_OH   = 1;
  parameter  DOUT_HOLD = 2;
  parameter FSM_IDLE = 0;
  parameter FSM_INIT = 1;
  parameter FSM_ENC0 = 2;
  parameter FSM_ENC1 = 3;
  parameter FSM_ENC2 = 4;
  parameter FSM_DEC0 = 5;
  parameter FSM_DEC1 = 6;
  parameter FSM_DEC2 = 7;
  reg [7 : 0] consonant_hold_reg;
  reg 	      consonant_hold_we;
  reg [7 : 0] data_out_reg;
  reg [7 : 0] data_out_new;
  reg 	      data_out_we;
  reg data_out_valid_reg;
  reg data_out_valid_new;
  reg data_out_valid_we;
  reg busy_reg;
  reg busy_new;
  reg busy_we;
  reg [2 : 0] robber_language_state_reg;
  reg [2 : 0] robber_language_state_new;
  reg 	      robber_language_state_we;
  reg is_consonant;
  reg [1 : 0]  data_out_mux_ctrl;
  assign busy 		= busy_reg;
  assign data_out 	= data_out_reg;
  assign data_out_valid = data_out_valid_reg;
  always @ (posedge clk)
    begin
      if (!reset_l)
	begin
	  consonant_hold_reg        <= 1'h0;
	  busy_reg 	            <= 1'h0;
	  data_out_reg              <= 1'h0;
	  data_out_valid_reg        <= 1'h0;
	  robber_language_state_reg <= FSM_IDLE;
	end
      else
	begin
	  if (consonant_hold_we)
	    consonant_hold_reg <= data_in;
	  if (busy_we)
	    busy_reg <= busy_new;
	  if (data_out_we)
	    data_out_reg <= data_out_new;
	  if (data_out_valid_we)
	    data_out_valid_reg <= data_out_valid_new;
	  if (robber_language_state_we)
	    robber_language_state_reg <= robber_language_state_new;
	end
    end
  always @*
    begin : consonant_detect
      case (data_in)
        "a", "A", "o", "O", "u", "U", "e", "E", "i", "I", "y", "Y":
          is_consonant = 1'h0;
        default:
          is_consonant = 1'h1;
      endcase  
    end  
  always @*
    begin : data_out_mux
      data_out_new = data_in;
      case (data_out_mux_ctrl)
	DOUT_DIN  : data_out_new = data_in;
	DOUT_OH   : data_out_new = "o";
	DOUT_HOLD : data_out_new = consonant_hold_reg;
	default :
	  begin
	  end
      endcase  
    end  
  always @*
    begin : robber_language_ctrl
      data_out_we 	        = 1'h0;
      data_out_valid_new        = 1'h0;
      data_out_valid_we         = 1'h0;
      consonant_hold_we         = 1'h0;
      busy_new 		        = 1'h0;
      busy_we 		        = 1'h0;
      data_out_mux_ctrl         = DOUT_DIN;
      robber_language_state_new = FSM_IDLE;
      robber_language_state_we  = 1'h0;
      case (robber_language_state_reg)
	FSM_IDLE:
	  begin
	    if (init)
	      begin
		robber_language_state_new = FSM_INIT;
		robber_language_state_we  = 1'h1;
	      end
	  end
	FSM_INIT:
	  begin
	    busy_new 	       = 1'h0;
	    busy_we 	       = 1'h1;
	    data_out_valid_new = 1'h0;
	    data_out_valid_we  = 1'h1;
	    if (encdec)
	      begin
		robber_language_state_new = FSM_ENC0;
		robber_language_state_we  = 1'h1;
	      end
	    else
	      begin
		robber_language_state_new = FSM_DEC0;
		robber_language_state_we  = 1'h1;
	      end
	  end
	FSM_ENC0:
	  begin
	    if (init)
	      begin
		busy_new 		  = 1'h0;
		busy_we 		  = 1'h1;
		data_out_valid_new 	  = 1'h0;
		data_out_valid_we 	  = 1'h1;
		robber_language_state_new = FSM_INIT;
		robber_language_state_we  = 1'h1;
	      end
	    else
	      begin
		data_out_valid_new = 1'h0;
		data_out_valid_we  = 1'h1;
		if (data_in_valid)
		  begin
		    data_out_we        = 1'h1;
		    data_out_valid_new = 1'h1;
		    data_out_valid_we  = 1'h1;
		    data_out_mux_ctrl  = DOUT_DIN;
		    if (is_consonant)
		      begin
			busy_new 	          = 1'h1;
			busy_we 	          = 1'h1;
			consonant_hold_we         = 1'h1;
			robber_language_state_new = FSM_ENC1;
			robber_language_state_we  = 1'h1;
		      end
		  end
	      end
	  end
	FSM_ENC1:
	  begin
	    if (init)
	      begin
		busy_new 	        = 1'h0;
		busy_we 	        = 1'h1;
		data_out_valid_new      = 1'h0;
		data_out_valid_we       = 1'h1;
		robber_language_state_new = FSM_INIT;
		robber_language_state_we  = 1'h1;
	      end
	    else
	      begin
		data_out_mux_ctrl       = DOUT_OH;
		data_out_we 	        = 1'h1;
		robber_language_state_new = FSM_ENC2;
		robber_language_state_we  = 1'h1;
	      end
	  end
	FSM_ENC2 :
	  begin
	    if (init)
	      begin
		busy_new 	        = 1'h0;
		busy_we 	        = 1'h1;
		data_out_valid_new      = 1'h0;
		data_out_valid_we       = 1'h1;
		robber_language_state_new = FSM_INIT;
		robber_language_state_we  = 1'h1;
	      end
	    else
	      begin
		data_out_mux_ctrl         = DOUT_HOLD;
		data_out_we 	          = 1'h1;
		robber_language_state_new = FSM_ENC0;
		robber_language_state_we  = 1'h1;
	      end
	  end
	FSM_DEC0:
	  begin
	    if (init)
	      begin
		busy_new 		   = 1'h0;
		busy_we 		   = 1'h1;
		data_out_valid_new 	   = 1'h0;
		data_out_valid_we 	   = 1'h1;
		robber_language_state_new  = FSM_INIT;
		robber_language_state_we   = 1'h1;
	      end
	    else
	      begin
		data_out_valid_new = 1'h0;
		data_out_valid_we  = 1'h1;
		if (data_in_valid)
		  begin
		    data_out_we        = 1'h1;
		    data_out_valid_new = 1'h1;
		    data_out_valid_we  = 1'h1;
		    data_out_mux_ctrl  = DOUT_DIN;
		    if (is_consonant)
		      begin
			consonant_hold_we         = 1'h1;
			robber_language_state_new = FSM_DEC1;
			robber_language_state_we  = 1'h1;
		      end
		  end
	      end
	  end
	FSM_DEC1:
	  begin
	    if (init)
	      begin
		data_out_valid_new = 1'h0;
		data_out_valid_we  = 1'h1;
		robber_language_state_new = FSM_INIT;
		robber_language_state_we  = 1'h1;
	      end
	    else
	      begin
		data_out_valid_new = 1'h0;
		data_out_valid_we  = 1'h1;
		if (data_in_valid)
		  begin
		    if (data_in == "o")
		      begin
			robber_language_state_new = FSM_DEC2;
			robber_language_state_we  = 1'h1;
		      end
		    else
		      begin
			data_out_we               = 1'h1;
			data_out_valid_new        = 1'h1;
			data_out_valid_we         = 1'h1;
			data_out_mux_ctrl         = DOUT_DIN;
			robber_language_state_new = FSM_DEC0;
			robber_language_state_we  = 1'h1;
		      end
		  end
	      end
	  end
	FSM_DEC2 :
	  begin
	    if (init)
	      begin
		data_out_valid_new        = 1'h0;
		data_out_valid_we         = 1'h1;
		robber_language_state_new = FSM_INIT;
		robber_language_state_we  = 1'h1;
	      end
	    else
	      begin
		data_out_valid_new = 1'h0;
		data_out_valid_we  = 1'h1;
		if (data_in_valid)
		  begin
		    if (data_in == consonant_hold_reg)
		      begin
			robber_language_state_new = FSM_DEC0;
			robber_language_state_we  = 1'h1;
		      end
		    else
		      begin
			data_out_we 	          = 1'h1;
			data_out_valid_new        = 1'h1;
			data_out_valid_we         = 1'h1;
			data_out_mux_ctrl         = DOUT_DIN;
			robber_language_state_new = FSM_DEC0;
			robber_language_state_we  = 1'h1;
		      end
		  end
	      end
	  end
	default :
	  begin
	  end
      endcase  
    end  
endmodule  
```
==> out/metrics.cfg <==
[yosys]
top_area_cell = dfxtp_1
ys_seq_frac = 0.365
flop_cell = dfxtp_1
synth_async_sr_flop_share = 0
synth_area_per_cell_um2 = 8.49
mappedNetlistArea_um2 = 1430
yosysCellCount = 168
synth_cell_types = 41
syn_inst = 168
synthDominantCellAreaShare = 0.365
synth-edff-count = 0
ys_warn_count = 1
ys_seq_elements = 26
ys_area_um2 = 1430
yosys-top-cells-area = dfxtp_1, mux2i_1, nand2_1

[flow_run]
drv_cap = 0
warnings = 25

[place]
routabilityCongestion = 0.898
dp_hpwl_um = 2810
io_buffers = 22
dpl.cell_count = 285

[detailed_routing]
via_per_inst = 4.33
vias = 1251
dr.first_iter.drc_count = 147
num_antenna_cells = 0
met3WireLength_um = 206
met1Wirelength_um = 1780
wire_per_inst_um = 12.7
wl_met2_um = 1650
route.detailed.drc = 0
first_pass_iters = 4
routed_wl_um = 3680
top_layer = met4
ant_nets = 0

[die]
row_count = 31
design.portCount = 23
dieArea_um2 = 11400
coreArea_um2 = 7290
die_h_um = 107
fp_util = 0.196
die_w_um = 107

[clock_network]
clkLatencyLatePin_ns = 0.27
cts_tree = done
cts_buffers = 3
postCtsSetupRepairBufs = 0
cts_buffer_depth = 2
cts_sinks = 26
clk_pin_slew_worst_paths_ns = 0.09
cts_root_buf = clkbuf_8
cts_max_level = 1
postCtsHoldBufs = 0
cts.repair.resized = 0

[power_and_ir_drop]
power.density_cell_area_nw_per_um2 = 400
leakagePower_nw = 0.705
switchingPower_uw = 172
clkPwrFrac = 0.385
ir_drop_mv = 0.143
sw_frac_of_total = 0.234
cell_internal_pwr_uw = 564
seqPwrFrac = 0.479
power_frac_comb = 0.136

[worst_setup_path]
cp-startpoint = data_in[4]
crit_required_ns = 3.24
worstPathArrival_ns = 2.56
cp_max_fo = 8
cp-end-kind = flip-flop
r2r_start = consonant_hold_reg[7]
start_kind = input port
critPathKind = in2reg

[sta]
finalSetupViolCount = 0
maxSlewHeadroom = 0.580
hold_violations = 0
max_freq_mhz = 414
finalClockPeriodUsage = 0.779
rsz0062_at_grt = no
fin_skew_ns = 0.00200
slew_violations = 0
tightest_slew_ns = 0.625
period_minus_slack_ns = 2.42
whs_ns = 0.473
fin_tns_setup_ns = 0

[global_routing]
grt_pass1_vias = 1190
grt_max_degree = 30
globalRouteOverflowTotal = 0
antenna_found_initial = 0
grt_pass1_wl_um = 6020
grtUsageTotal = 0.0634

[layout]
drive_gt1_frac = 0.0737
mostFrequentLayoutCells = nand2_1, dfxtp_1, clkdlybuf4s50_1
syn2layout_area_growth_pct = 28.9
final_cells = 289
layout_top_cell = nand2_1
fill_cells = 810

[run_status]
outcome = finished, final reports clean

[hold_path]
hold_class = reg2reg
worstHoldStart = data_out_reg[2]

## critical path, stage by stage
cell and delay (ns):
clkdlybuf4s50_1 0.52, xor2_1 0.19, nor4_1 0.32, a21boi_0 0.28, o31ai_4 0.46, a221oi_1 0.17
## per-layer routing
metal | vias up | GRT usage
li1 | 644 | -
met1 | 573 | 0.0952
met2 | 32 | 0.0948
met3 | 2 | 0.0103
met4 | 0 | 0.00967
met5 | - | 0
## synthesized netlist by cell type, drive strengths merged, types with 2 or more instances
cell / count
a21oi: 5
a221oi: 6
and3: 2
clkbuf: 6
dfxtp: 26
inv: 10
mux2i: 15
nand2: 32
nand3: 3
nand3b: 2
nand4: 2
nor2: 15
nor2b: 2
nor3: 2
nor4: 6
o21ai: 6
o31ai: 2
xor2: 8
## cell type report
type / instances / area, um2 / share of cell area
multi-input cells: 125 / 842 / 0.458
flip-flops and latches: 26 / 520 / 0.283
repair buffers: 25 / 243 / 0.132
well taps: 99 / 124 / 0.0674
clock buffers: 3 / 41.3 / 0.0225
inverters: 10 / 37.5 / 0.0204
clock inverters: 1 / 30.0 / 0.0163
## through the flow
| stage | setup slack (ns) | instance area (um2) | utilization | total power, mW |
|---|---|---|---|---|
| global placement | 0.330 | 1770 | 0.242 | 0.460 |
| CTS | 0.645 | 1840 | 0.252 | 0.746 |
| floorplan | 1.16 | 1430 | - | 0.414 |
| finish | 0.684 | 1840 | 0.252 | 0.736 |
| detailed placement | 0.342 | 1770 | 0.242 | 0.460 |
| global route | 0.458 | 1840 | 0.252 | 0.771 |
## power groups by stage
stage / clock network [mW] / logic [mW] / registers (mW)
CTS: 0.293 / 0.101 / 0.352
global route: 0.307 / 0.109 / 0.354
finish: 0.283 / 0.0999 / 0.352
## final timing paths
kind	end	slack, ns	cells past startpoint
setup / recovery	data_out_reg[3]	0.68	6
hold / removal	data_out_reg[2]	0.47	2
hold reg to reg	data_out_reg[2]	0.47	2
setup reg to reg	data_out_reg[3]	1.24	5
## logic make-up after synthesis
| group | share of synthesized area |
|---|---|
| compound gates | 0.187 |
| flops | 0.365 |
| buf+inv | 0.0447 |
| xor+xnor | 0.0491 |
| simple gates | 0.249 |
| mux | 0.105 |
Power and IR drop assume default switching activity.
